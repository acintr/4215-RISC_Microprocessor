## flow/config.mk

```make
export PLATFORM = sky130hd
export DESIGN_NAME = ConditionTester
export DESIGN_NICKNAME = ConditionTester
export VERILOG_FILES = /design/flow/design.v
export SDC_FILE = /design/flow/constraint.sdc
export NUM_CORES = 4
export LEC_CHECK = 1
export CORE_AREA = 10 10 70 70
export DIE_AREA = 0 0 80 80
```

## flow/constraint.sdc

```tcl
current_design ConditionTester

set clk_period 1.5
set clk_io_pct 0.2

create_clock -name clk0 -period $clk_period

set non_clock_inputs [all_inputs -no_clocks]
set_input_delay [expr $clk_period * $clk_io_pct] -clock clk0 $non_clock_inputs
set_output_delay [expr $clk_period * $clk_io_pct] -clock clk0 [all_outputs]
```

## flow/design.v

```verilog
module ConditionTester (output reg cond, input [3:0] cond_code, input N, Z, C, V);
    always @ (cond_code, N, Z, C, V)
    begin
        cond = 0;
        case(cond_code)
            4'b0000: if(Z == 1) cond = 1;    
            4'b0001: if(Z == 0) cond = 1;    
            4'b0010: if(C == 1) cond = 1;    
            4'b0011: if(C == 0) cond = 1;    
            4'b0100: if(N == 1) cond = 1;    
            4'b0101: if(N == 0) cond = 1;    
            4'b0110: if(V == 1) cond = 1;    
            4'b0111: if(V == 0) cond = 1;    
            4'b1000: if(C == 0 && Z == 0) cond = 1;    
            4'b1001: if(C == 0 && Z == 1) cond = 1;    
            4'b1010: if(N == V) cond = 1;    
            4'b1011: if(N == ~V) cond = 1;    
            4'b1100: if(Z == 0 && N == V) cond = 1;    
            4'b1101: if(Z == 1 || N == ~V) cond = 1;    
            4'b1110: cond = 1;    
            default: cond = 0;
        endcase
    end
endmodule
```

## flow/run.sh

```bash
#!/bin/bash
# OpenROAD 26Q1-2900-gdf79404cd8, Yosys 0.63+post, stock flow scripts
make -C /OpenROAD-flow-scripts/flow DESIGN_CONFIG=/design/flow/config.mk WORK_HOME=/design/flow/orfs finish
```

==> notes.org <==
#+TITLE: Synthesis and PnR summary

** Status
- Status :: complete, but fails checks
- The checks that failed: negative setup slack.

** Routing
- First DRT Iteration DRCs :: 1
- Count of antenna diodes in the layout :: 0
- The pre-antenna-repair detailed-routing pass consisted of 2 iterations.
- Number of DRC violations after detailed routing :: 0
- Per the post-route antenna check, the number of violating nets is 0.
- Average wire length per cell after detail routing :: 7.93 um
- Via-per-instance ratio :: 2.32
- In the post-route report, total wirelength is listed as 571 um.
- The routed layout has 167 vias.

** Finish
- Clock buffers :: 0
- Number of filler instances in the final layout :: 412
- Across the whole layout, storage elements account for 0 um2.
- Area growth syn-to-layout :: 179%
- Layout Cells excl Fill :: 72
- Ratio of cells with drive above 1 in the final layout :: 53.8%
- There are 0 flip-flops and latches.

** Global route
- Pin count of the biggest net entering global routing :: 5
- The first global-routing pass estimated 759 um of wire.
- Summed over all routing layers, the global router reports a total usage of 1.48%.
- Antenna violations before repair :: 0
- The via count of the first global-routing pass is 163.
- Overflow left after global routing :: 0

** Die
- The core region is 3420 um2.
- During I/O placement, the number of pins put on the boundary was 9.
- The die is 80 um wide.
- Area of the chip :: 6400 um2
- Starting utilization of the core area :: 3.15%
- Number of placement rows :: 21
- Die Span Y :: 80 um

** Final timing
- Final clock period utilization by the worst path :: 118%
- Counting I/O delays and the setup requirement, the final critical path takes 1.77 ns.
- The pin closest to its max-slew limit shows a slew of 0.232 ns.
- Pins over their slew limit :: 0
- Minimum setup slack in the final design :: -0.270 ns
- Smallest hold slack :: 1.19 ns
- Achievable frequency :: 565 MHz
- Count of final hold-check violations :: 0
- Count of final setup violators :: 1
- Setup repair after global routing could not meet its margin everywhere.
- Per the slew report, the remaining headroom to the max-slew limit stands at 84.4%.

** Synth
- Top cells by count :: sky130_fd_sc_hd__inv_1, sky130_fd_sc_hd__o21ai_0, sky130_fd_sc_hd__xnor2_1
- The synthesized design spends more area on one cell type than any other, namely sky130_fd_sc_hd__mux4_2.
- Share of synthesized area occupied by flip-flops and latches :: 0%
- Post-synth design cell area :: 108 um2
- Post-synthesis cell count from yosys :: 14
- Count of cell types in the netlist :: 11
- Cell count after synthesis :: 14
- Synth top area share :: 20.9%
- Yosys warnings :: 1
- Per-instance average area after synthesis :: 7.69 um2
- Cell area leaders :: sky130_fd_sc_hd__mux4_2, sky130_fd_sc_hd__xnor2_1, sky130_fd_sc_hd__o2111a_1
- The stat command in Yosys gives a chip area of 108 um2.

** Run
- The tool flagged a number of max-cap violations equal to 0.
- Across all stage logs, warnings added up to 34.

** Power
- P_leak :: 0.114 nW
- The flow reports that sequential cells draw 0% of the design power.
- Pint :: 0.0000489 W
- Switching part of the total power :: 37.1%
- Portion of total power attributed to combinational logic :: 100.0%
- In this run the power spent charging and discharging nets is 0.0000288 W.
- In this run the power density over the cells is 259 nW/um2.
- Looking at the power breakdown, the clock network takes 0% of the total.
- Total power :: 0.0000777 W
- Max IR drop VDD :: 40.9 uV

** Critical path
- CP Max Fanout :: 2
- The worst setup path is captured at a primary output.
- WP data required :: 1.20 ns
- Crit path kind :: in -> out
- Arrival time of the worst setup path :: 1.47 ns
- Startpoint kind of the worst setup timing path :: input port

** Placed design
- Quantity of I/O buffers inserted on ports :: 9
- Detailed placement ended at an HPWL of 476 um.
- Number of cells in the design after placement :: 72
- Routability cong. :: 0.621

** CTS
- CTS Hold Bufs :: 0
- Setup repair bufs after CTS :: 0

** Min path
- Worst Hold Path EP :: cond
- Class of the most critical hold timing path :: in -> out
- Startpoint of the worst hold path :: cond_code[1]
- Counting instances, the worst hold path has a depth of 5.
cells in the final DEF, fill, tap and decap left out:
master                            Yosys  final
sky130_fd_sc_hd__inv_1                2      2
sky130_fd_sc_hd__buf_4                0      2
sky130_fd_sc_hd__o2bb2ai_1            1      1
sky130_fd_sc_hd__buf_6                0      5
sky130_fd_sc_hd__buf_8                0      1
sky130_fd_sc_hd__o2111a_1             1      1
sky130_fd_sc_hd__o21ai_0              2      1
sky130_fd_sc_hd__clkbuf_2             0      1
sky130_fd_sc_hd__xnor2_2              0      1
sky130_fd_sc_hd__nor2_1               1      1
sky130_fd_sc_hd__nor3_1               1      1
sky130_fd_sc_hd__a21oi_1              1      1
sky130_fd_sc_hd__nand2b_4             0      1
sky130_fd_sc_hd__xnor2_1              2      1
sky130_fd_sc_hd__mux4_2               1      1
sky130_fd_sc_hd__o21ai_2              0      1
sky130_fd_sc_hd__clkdlybuf4s50_1      0      2
sky130_fd_sc_hd__a311o_1              1      1
sky130_fd_sc_hd__buf_2                0      1
stage by stage:
step | cell area (um2) | setup slack, ns | TNS [ns] | util [%]
2_1_floorplan | 108 | 0.00906 | 0 | -
3_3_place_gp | 278 | -1.06 | -1.06 | 8.13
3_5_place_dp | 278 | -1.05 | -1.05 | 8.13
4_1_cts | 265 | -0.349 | -0.349 | 7.77
5_1_grt | 300 | -0.299 | -0.299 | 8.79
6_report | 300 | -0.270 | -0.270 | 8.79
layer usage:
layer,global-route usage (%),wire [um],vias up
met5,0,0,-
met4,0,0,0
met3,0.909,69,0
met2,2.17,255,7
met1,1.92,245,80
li1,-,-,80
worst max-delay path by stage:
stage	from	end	slack, ns	depth (start not counted)
5_1_grt	cond_code[1]	cond	-0.30	6
4_1_cts	cond_code[1]	cond	-0.35	6
6_report	V	cond	-0.27	6
logic make-up (layout without fill, tap and decap cells):
| logic type | after synthesis | after routing | share of synthesized area, % |
|---|---|---|---|
| mux | 1 | 1 | 20.9 |
| buf+inv | 2 | 14 | 6.98 |
| simple gates | 3 | 3 | 13.9 |
| compound gates | 6 | 6 | 41.9 |
| xor+xnor | 2 | 2 | 16.3 |
worst max-delay path, stage by stage:
cell,delay [ns]
sky130_fd_sc_hd__buf_6,0.10
sky130_fd_sc_hd__mux4_2,0.47
sky130_fd_sc_hd__xnor2_1,0.15
sky130_fd_sc_hd__nor2_1,0.06
sky130_fd_sc_hd__a311o_1,0.27
sky130_fd_sc_hd__buf_2,0.12
power by group through the flow:
stage	logic, W	clock network (W)	registers (W)
CTS	0.0000651	0	0
global route	0.0000830	0	0
finish	0.0000777	0	0
cell type report:
| type | instances | area [um2] | share of cell area, % |
|---|---|---|---|
| multi-input combinational | 12 | 119 | 39.6 |
| timing repair buffer | 12 | 116 | 38.8 |
| inverter | 2 | 7.51 | 2.50 |
| tap | 46 | 57.6 | 19.2 |
what timing repair did:
item,CTS,global route
endpoints found under the hold margin,0,0
pin swaps,3,3
endpoints found under the setup margin,1,1
resized,28,11
Power is estimated from default activity; no workload was simulated.
